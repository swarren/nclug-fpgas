### ./design.v
`timescale 1ns / 1ps
module counter(
	input wire clk,
	input wire do_count,
	input wire increment,
	input wire rst,
	output wire [7:0] leds
);
	reg [7:0] counter;
	always @(posedge clk) begin
		if (~rst) begin
			counter <= 8'h0;
		end else begin
			if (do_count) begin
				if (increment == 1'b1) begin
					counter <= counter + 8'b1;
				end else begin
					counter <= counter - 8'b1;
				end
			end
		end
	end
	assign leds = counter;
endmodule
`timescale 1ns / 1ps
module divider(
	input wire clk,
	input wire rst,
	output wire do_count
);
	reg [24:0] counter;
	always @(posedge clk) begin
		if (~rst) begin
			counter <= 25'b0;
		end else begin
			counter <= counter + 25'b1;
		end
	end
	assign do_count = &counter;
endmodule
`timescale 1ns / 1ps
module nclug2(
	input wire btn_center,
	input wire gclk10,
	input wire sw_0,
	output wire led_7,
	output wire led_6,
	output wire led_5,
	output wire led_4,
	output wire led_3,
	output wire led_2,
	output wire led_1,
	output wire led_0
);
	wire clk = gclk10;
	wire rst = ~btn_center;
	wire increment = ~sw_0;
	wire do_count;
	wire [7:0] leds;
	divider divider_instance(
		.clk(clk),
		.rst(rst),
		.do_count(do_count)
	);
	counter counter_instance(
		.clk(clk),
		.rst(rst),
		.do_count(do_count),
		.increment(increment),
		.leds(leds)
	);
	assign led_7 = leds[7];
	assign led_6 = leds[6];
	assign led_5 = leds[5];
	assign led_4 = leds[4];
	assign led_3 = leds[3];
	assign led_2 = leds[2];
	assign led_1 = leds[1];
	assign led_0 = leds[0];
endmodule
### ./run.sh
#!/bin/bash
# OpenROAD 26Q1-2900-gdf79404cd8, Yosys 0.63+post, stock flow scripts
make -C /OpenROAD-flow-scripts/flow DESIGN_CONFIG=/design/flow/config.mk WORK_HOME=/design/flow/orfs finish
### ./config.mk
export PLATFORM = sky130hd
export DESIGN_NAME = nclug2
export DESIGN_NICKNAME = nclug2
export VERILOG_FILES = /design/flow/design.v
export SDC_FILE = /design/flow/constraint.sdc
export NUM_CORES = 4
export LEC_CHECK = 1
export CORE_AREA = 10 10 99 99
export DIE_AREA = 0 0 109 109
### ./constraint.sdc
current_design nclug2

set clk_period 4.6
set clk_io_pct 0.2

create_clock -name clk0 -period $clk_period [get_ports {gclk10}]

set non_clock_inputs [all_inputs -no_clocks]
set_input_delay [expr $clk_period * $clk_io_pct] -clock clk0 $non_clock_inputs
set_output_delay [expr $clk_period * $clk_io_pct] -clock clk0 [all_outputs]
==> results.toml <==
# synthesis and place-and-route metrics
[clock_tree]
cts_root_buf = "clkbuf_8"
path_clk_slew_ns = 0.07
insertion_delay_ns = 0.28
cts_resized = 0
cts_buffer_depth = 2
cts_buffers = 5
ctsHoldBuffers = 0
cts_setup_buffers = 0
clock_sinks = 33
htreeDepth = 2
cts_tree = "done"

[synth]
syn_area_per_cell_um2 = 8.90
edf_count = 0
top_area_share_pct = 39.3
yosys_warnings = 2
ys_types = 38
topCellsByArea = "dfxtp_1 (39%), xor2_1 (9.9%), nor2_1 (7.4%), ha_1 (5.2%), nand3_1 (4.5%)"
synthesis.area_um2 = 1680
ys_cells = 189
ys_ff = 33
ys_seq_share_pct = 39.3
synth_cells = 189
ff_type = "dfxtp_1"
yosysTopAreaCell = "dfxtp_1"
ys_chip_area_um2 = 1680
synthArstFlopShare_pct = 0

[job]
max-cap-violations = 0
warning_count = 25

[routing]
via_count = 1259
vias_per_cell = 4.11
routed_wirelength_um = 3000
first_pass_iters = 4
antenna_left = 0
diodes = 0
wl_per_cell_um = 9.81
dr.first_iter.drc_count = 59
drc = 0

[global_route]
grt_max_degree = 23
grt_pass1_vias = 1275
grt_use_total_pct = 5.54
grt_antenna_before_repair = 0
grt_overflow = 0
grt_pass1_wl_um = 5620

[pwr]
ir_drop_mv = 0.121
power_mw = 0.519
seq_power_share_pct = 56.0
power.switching_mw = 0.117
p_clk_share_pct = 39.9
power_density_nw_per_um2 = 261
p_int_mw = 0.401
p_leak_nw = 0.766
swShare_pct = 22.6
comb_power_share_pct = 4.1

[layout]
instances_no_fill = 306
combGateArea_um2 = 976
finalInstanceArea_um2 = 1980
layout_top_cells = "nor2_1 (33), dfxtp_1 (33), xor2_1 (19)"
fill_cells = 833
fin_util_pct = 25.7
regArea_um2 = 661
layout-drive-gt1-share_pct = 7.84
area_delta_synth_final_pct = 18.0

[final_timing]
setup_violations = 0
skew_ns = 0.00875
finalCritPeriodShare_pct = 61.3
timing.final.crit_period_ns = 2.82
fin_ws_ns = 1.78
setup_tns_ns = 0
max_freq_ghz = 0.355
max_slew_margin_pct = 49.3
finalHoldViolCount = 0
whs_ns = 0.461
rsz0062_at_grt = "no"
worst_slew_pin_slew_ns = 0.758
drv_slew = 0

[worst_setup_path]
slowest_stage = "clkdlybuf4s50_1"
path_class = "input port to flop"
cp_max_fo = 8
crit-reg2reg-launch = "divider_instance.counter[0]"
reg2reg_to = "counter_instance.counter[4]"
reg2regPathDepth = 6
critical_path_required_ns = 4.83
crit_chain = "clkdlybuf4s50_1 -> inv_1 -> fa_1 -> nor2b_1 -> o21a_1 -> nor3_1 -> or3b_1 -> a21oi_2"
reg2reg_slack_ns = 2.36
critPathCaptureType = "flop"
critPathMaxStageDelay_ns = 0.66
cp.arrival_ns = 3.04
start_kind = "input port"

[die]
die_w_um = 109
io_pins = 11
die-area_um2 = 11900
initial_core_util_pct = 21.8
num_rows = 32
core_um2 = 7730
die_height_um = 109

[outcome]
status = "finished, final reports clean"

[place]
dpl.cell_count = 298
dp_hpwl_um = 2130
port_buffers = 10
dpl_cell_area_um2 = 1900
dp_slack_ns = 1.48
place_congestion = 0.798

[hold_path]
min_to = "divider_instance.counter[0]"
hold_start = "divider_instance.counter[0]"
holdPathStages = 1
min_path_type = "flop to flop"
how the worst max path moves through the flow:
| stage | depth (start not counted) | to | start | slack [ns] |
|---|---|---|---|---|
| after CTS | 8 | counter_instance.counter[4] | sw_0 | 1.78 |
| after global routing | 8 | counter_instance.counter[4] | sw_0 | 1.65 |
| final | 8 | counter_instance.counter[4] | sw_0 | 1.78 |
critical path, delay by kind of cell:
kind            cells  cell delay, ns
simple gates        3            0.56
compound gates      2            0.30
buf+inv             2            0.79
fa+ha+maj           1            0.47
per-layer routing:
layer,up-vias,global-route usage (%),share of wire [%]
met4,0,0.753,1.1
met3,2,1.55,3.8
li1,673,-,-
met2,16,9.34,46
met1,568,7.10,49
met5,-,0,0
Yosys cell counts, types with 4 or more instances:
master	number
ha_1	7
and3_1	4
dfxtp_1	33
inv_1	8
nand4_1	7
xnor2_1	8
xor2_1	19
nand2_1	12
nand3_1	15
nor3_1	4
nor2_1	33
clkbuf_1	4
cell families after synthesis:
family / Yosys count / share of synthesized area, %
buffers and inverters: 12 / 2.68
AND/OR/NAND/NOR: 91 / 28.9
AND-OR/OR-AND: 14 / 6.18
adder cells (fa/ha/maj): 8 / 6.40
multiplexers: 4 / 2.46
XOR/XNOR: 27 / 14.1
flip-flops: 33 / 39.3
sequential cells by signal (all words and copies together), names as in the netlist:
name / count
divider_instance.counter: 25
counter_instance.counter: 8
power by group through the flow:
stage | clock [mW] | sequential (mW) | combinational [mW]
after global routing | 0.228 | 0.291 | 0.0250
after CTS | 0.216 | 0.290 | 0.0218
final | 0.207 | 0.290 | 0.0215
layout make-up:
class | instances | area share, %
Clock buffer | 6 | 3.66
Clock inverter | 2 | 0.504
Inverter | 8 | 1.51
Multi-Input combinational cell | 144 | 49.2
Sequential cell | 33 | 33.3
Tap cell | 102 | 6.43
Timing Repair Buffer | 11 | 5.42
Power is estimated from default activity; no workload was simulated.
